[flow/config.mk]
export PLATFORM = sky130hd
export DESIGN_NAME = regfile
export DESIGN_NICKNAME = regfile
export VERILOG_FILES = /design/flow/design.v
export SDC_FILE = /design/flow/constraint.sdc
export NUM_CORES = 4
export LEC_CHECK = 1
export CORE_UTILIZATION = 30
[flow/constraint.sdc]
current_design regfile

set clk_period 15.8
set clk_io_pct 0.2

create_clock -name clk0 -period $clk_period [get_ports {clk}]

set non_clock_inputs [all_inputs -no_clocks]
set_input_delay [expr $clk_period * $clk_io_pct] -clock clk0 $non_clock_inputs
set_output_delay [expr $clk_period * $clk_io_pct] -clock clk0 [all_outputs]
[flow/design.v]
`timescale 1ns / 1ps
module regfile(clk, rst, we, add1, add2, w_add, data, data1, data2, gen_to_fp, fp_to_gen, fp_gen_transfer);
    input clk, rst, we;
    input wire [4:0] add1, add2, w_add;
    input [31:0] data;
    input gen_to_fp, fp_to_gen;
    output [31:0] data1, data2;
    inout [31:0] fp_gen_transfer;
    reg [31:0] register [31:0];  
    assign data1 = (add1 == 0) ? 32'b0 : register[add1];
    assign data2 = (add2 == 0) ? 32'b0 : register[add2];
    assign fp_gen_transfer = (gen_to_fp) ? register[add1] : 32'bz;
    integer i;
    always @(posedge clk) begin
        if(rst) begin
            for(i=0; i<32; i=i+1)
                register[i] <= 32'b0;
        end
        else if(we && w_add != 5'b0) begin
            register[w_add] <= data;
        end
    end
endmodule
[flow/run.sh]
#!/bin/bash
# OpenROAD 26Q1-2900-gdf79404cd8, Yosys 0.63+post, stock flow scripts
make -C /OpenROAD-flow-scripts/flow DESIGN_CONFIG=/design/flow/config.mk WORK_HOME=/design/flow/orfs finish
==> summary.rpt <==
=== SYNTHESIS / PLACE & ROUTE SUMMARY ===
----------------------------------------------------
[Run status]
  Outcome ........................ finished clean

[Logic synthesis]
  Number of synthesis warnings ........................ 2
  # Cells Yosys ........................ 3,612
  Async S/R FF share, synth ........................ 0%
  Mux share ........................ 22.0%
  Post-synth EDFFs ........................ 1,024
  Fraction of the yosys area taken by sequential cells ........................ 56.5%
  Number of synthesized register bits ........................ 1,024
  Chip area from the yosys synthesis statistics ........................ 0.0544 mm2
  Share of synthesized cell area in full adder, half adder and majority cells ........................ 0%
  Main logic family after synthesis ........................ multiplexers
  Mean cell area of the mapped netlist ........................ 15.1 um2
  Most used flip-flop cell ........................ edfxtp_1
  Tally of unique sky130hd cells used after synthesis ........................ 38
  Post-synthesis instance total ........................ 3,612
  Compound Share, Synth ........................ 4.83%
  Yosys simple share ........................ 13.3%
  Post-synthesis cell area ........................ 0.0544 mm2
  Xor and xnor fraction of the mapped netlist area ........................ 0%

[Clocking]
  TritonCTS clock tree ........................ built
  Number of buffers added to fix hold violations after cts ........................ 0
  # clock sinks ........................ 1,024
  Post-CTS Setup Repair Bufs ........................ 0
  Clock Path Buffers ........................ 3
  Number of gates resized after CTS ........................ 0
  Cell at the root of the clock tree ........................ clkbuf_16
  Max H-tree Level ........................ 3
  CTS buffer count ........................ 101
  Register clock-pin slew on the reported worst setup and hold paths ........................ 0.06 ns

[Setup path]
  Critical path capture point ........................ data1[27]
  CP delay by family, top ........................ buffers and inverters
  Bufs and invs on worst path ........................ 4
  Number of stages on the worst setup path ........................ 8
  Series of cell instances along the critical path ........................ buf_8, buf_12, buf_4, mux4_2, a22o_1, a2111oi_2, nor3_1, clkdlybuf4s50_1
  Crit path DAT ........................ 7.18 ns
  Critical path's slowest cell ........................ a2111oi_2
  Critical path launch point ........................ add1[0]
  Critical path data required time ........................ 12.64 ns
  Crit-path max cell delay ........................ 0.73 ns
  Crit Path Category ........................ input pin to primary output
  Largest fanout on the critical path ........................ 71
  Critical path startpoint category ........................ input pin
  CP Capture Type ........................ primary output

[Detailed routing]
  Iteration-0 DRC count of the detailed router ........................ 1,964
  WL/cell ........................ 30.9 um
  Antenna violation net count after detailed routing ........................ 0
  Detailed Route WL ........................ 188,000 um
  Drt via density ........................ 5.38
  Iteration tally of the first detailed-router pass ........................ 7
  Total vias in the final route ........................ 32,800
  Number of remaining DRC errors ........................ 0

[Floorplan]
  Share of the core filled by cells before placement ........................ 30.4%
  Die X ........................ 428 um
  Ports ........................ 148
  Area inside the core boundary ........................ 0.179 mm2
  Vertical extent of the die ........................ 428 um
  Area of the chip ........................ 0.183 mm2
  Number of core rows ........................ 155

[Final timing]
  Share of the clock period used by the worst path ........................ 65.4%
  FMAX ........................ 0.0967 GHz
  Number of slew-limit violations in the final report ........................ 0
  Total Neg Setup Slack ........................ 0 ns
  Worst-case hold slack ........................ 3.01 ns
  Rel. slew slack ........................ 39.0%
  Tightest Pin Transition ........................ 0.913 ns
  Final critical-path required period ........................ 10.34 ns
  Final hold viol count ........................ 0
  Setup repair after global routing missed its margin ........................ false
  Final setup violating endpoints ........................ 0

[Placed design]
  Half-perimeter wire length of the detailed placement result ........................ 112,000 um
  Post-placement cell area ........................ 0.0586 mm2
  Port buffer count ........................ 113
  Final GP Congestion ........................ 0.910

[Flow run]
  Log Warnings ........................ 28
  Max-capacitance violation count ........................ 0

[GRT]
  GRT Overall Usage ........................ 21.8%
  Antenna violations before repair ........................ 16
  Largest net degree at the start of global routing ........................ 73
  Wire length of the first global-routing pass ........................ 264,000 um
  Overflow left after global routing ........................ 0
  Number of global-route vias before repair ........................ 35,000

[Power]
  PwrDens ........................ 105 mW/mm2
  Leakage ........................ 21.1 nW
  Worst-case vdd ir drop ........................ 72.8 uV

[Cells and area]
  Flip-flop count of the largest register, all copies and words added ........................ 1,024
  Synth-to-Final Area Change ........................ 13.6%
  Layout cells sized above 1 ........................ 23.5%
  Post-route cell area ........................ 0.0618 mm2
  Biggest registers after layout ........................ register: 1024 flops
  Most frequent logic cell in the layout ........................ edfxtp_1
  Biggest register ........................ register
  Top Layout Cells ........................ 1,024 x edfxtp_1, 992 x and2_1, 422 x mux4_2

[Worst hold path]
  Hold Crit Class ........................ input pin to flip-flop

----------------------------------------------------
synthesized netlist by cell type (17+ instances only):
cell type | count | area, um2
a21oi_1 | 25 | 125
o22ai_1 | 58 | 363
nor3_1 | 33 | 165
nor2_1 | 92 | 345
and2_1 | 993 | 6210
a221oi_1 | 26 | 228
a22o_1 | 70 | 613
mux2_2 | 26 | 293
edfxtp_1 | 1024 | 30700
a211oi_1 | 44 | 330
a2111oi_2 | 25 | 375
a211o_1 | 25 | 219
clkbuf_1 | 292 | 1100
buf_2 | 61 | 305
inv_1 | 26 | 97.6
or2_2 | 31 | 194
buf_4 | 17 | 128
mux2i_1 | 218 | 2180
mux4_2 | 422 | 9500
o221ai_1 | 32 | 280
how the worst min path moves through the flow:
stage	cells after the start	slack, ns	start	to
after global routing	1	3.02	rst	register[0][13]$_SDFFCE_PN0P_
after CTS	1	2.98	rst	register[0][13]$_SDFFCE_PN0P_
final	1	3.01	rst	register[0][13]$_SDFFCE_PN0P_
stage by stage:
| step | worst slack (ns) | std cells | util [%] | total power [W] |
|---|---|---|---|---|
| floorplan | 7.89 | 3643 | - | 0.00372 |
| global placement | 5.46 | 5900 | 32.7 | 0.00408 |
| detailed placement | 5.44 | 5900 | 32.7 | 0.00408 |
| CTS | 5.44 | 6079 | 34.5 | 0.00649 |
| global route | 5.22 | 6085 | 34.5 | 0.00663 |
| finish | 5.46 | 6093 | 34.5 | 0.00646 |
cell families after synthesis:
logic type	after synthesis
AOI/OAI and AO/OA	313
muxes	666
buffers and inverters	416
other	1
and+or+nand+nor	1192
DFF	1024
layer usage:
layer,track usage [%],wire (um)
met5,0.312,99
met4,10.3,11200
met3,13.3,26300
met2,34.4,91600
met1,23.0,59000
report_power, final:
group          total (W)  internal (W)  switching [W]
Clock            0.00243       0.00138        0.00105
Combinational   0.000822      0.000355       0.000467
Sequential       0.00321       0.00314      0.0000706
cell type report:
class                      instances  area [um2]
multi-input combinational       2203       22200
sequential                      1024       30700
fill                           16800      117000
antenna                           14        35.0
clock buffer                     121        2650
tap                             2355        2950
clock inverter                    58         574
timing repair buffer             292        2530
inverter                          26        97.6
No activity file was given, so power comes from the tool's default toggle rates.
