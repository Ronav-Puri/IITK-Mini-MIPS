==> design/flow/design.v <==
`timescale 1ns / 1ps
module alu (r1, r2, r3, hi_lo, op);
    input [31:0] r1, r2;
    input [3:0] op;
    output reg [31:0] r3;
    output reg [63:0] hi_lo;
    always @(*) begin
        hi_lo = 64'd0;
        case (op)
            4'd1: r3 = r1 + r2;                           
            4'd2: r3 = r1 - r2;                           
            4'd3: begin hi_lo = r1 * r2; r3 = hi_lo[31:0]; end       
            4'd4: r3 = r1 & r2;                           
            4'd5: r3 = r1 | r2;                           
            4'd6: r3 = ~r1;                               
            4'd7: r3 = r1 ^ r2;                           
            4'd8: r3 = r1 << r2;                          
            4'd9: r3 = r1 >> r2;                          
            4'd10: r3 = $signed(r1) >>> r2;               
            4'd11: r3 = (r1 < r2) ? 32'd1 : 32'd0;        
            4'd12: r3 = (r1 == r2) ? 32'd1 : 32'd0;       
            4'd13: r3 = (r1 > r2) ? 32'd1 : 32'd0;        
            4'd14: begin r3 = r1 + r2; r3 = r3 << 16; end    
            default: r3 = 32'bx;
        endcase
   end
endmodule
==> design/flow/run.sh <==
#!/bin/bash
# OpenROAD 26Q1-2900-gdf79404cd8, Yosys 0.63+post, stock flow scripts
make -C /OpenROAD-flow-scripts/flow DESIGN_CONFIG=/design/flow/config.mk WORK_HOME=/design/flow/orfs finish
==> design/flow/config.mk <==
export PLATFORM = sky130hd
export DESIGN_NAME = alu
export DESIGN_NICKNAME = alu
export VERILOG_FILES = /design/flow/design.v
export SDC_FILE = /design/flow/constraint.sdc
export NUM_CORES = 4
export LEC_CHECK = 1
export CORE_UTILIZATION = 40
==> design/flow/constraint.sdc <==
current_design alu

set clk_period 29.6
set clk_io_pct 0.2

create_clock -name clk0 -period $clk_period

set non_clock_inputs [all_inputs -no_clocks]
set_input_delay [expr $clk_period * $clk_io_pct] -clock clk0 $non_clock_inputs
set_output_delay [expr $clk_period * $clk_io_pct] -clock clk0 [all_outputs]
==> impl_metrics.yaml <==
# physical design summary
status:
  outcome: "completed"
sta:
  hold_violations: 0
  worst_pin_slew_ps: 1350
  min_period_ps: 22640
  slew_headroom: 0.0914
  finalSetupTns_ps: 0
  maxSlewViolCount: 0
  max_freq_mhz: 44.2
  setup_violations: 0
  rsz0062_at_grt: "no"
  finalCritPeriodShare: 0.765
die:
  die_h_um: 325
  fp-row-count: 118
  fp-utilization: 0.404
  die_w_um: 325
  core-area_um2: 103000
  design.portCount: 164
  dieArea_um2: 106000
synth:
  synth.area.top_cells: "fa_1, ha_1, inv_1"
  top_area_cell: "fa_1"
  yosys_area_um2: 41800
  ys_cells: 5233
  syn_inst: 5233
  ys_seq_frac: 0
  top_cell: "inv_1"
  synthesis.area_um2: 41800
  yosys_warnings: 1
  avgSynthCellArea_um2: 7.98
  synthTopCellsByCount: "inv_1, fa_1, nand2_1"
  ys_types: 95
  post-synth-top-area-fraction: 0.430
min_path:
  hold_path_class: "primary input to output port"
routing:
  wire_per_inst_um: 29.2
  drc: 0
  drtIter0Drc: 3117
  vias: 38700
  wirelength_um: 193000
  firstDrtPassIters: 6
  via_per_inst: 5.85
  ant_nets: 0
critical_path:
  crit_end: "hi_lo[57]"
  cpPeakStageDelay_ps: 950
  crit_arrival_ps: 16720
  slowest_stage: "clkdlybuf4s50_1"
  crit_type: "primary input to output port"
  crit_start: "r2[15]"
  start_kind: "primary input"
  cpMostUsedCell: "fa_1"
  worstSetupEndpointType: "output port"
  critPathRequiredTime_ps: 23680
  cp_max_fo: 19
grt:
  top_usage_layer: "met2"
  grt.total_usage: 0.393
  met2_usage: 0.559
  overflow: 0
  antenna_found_initial: 13
  grt_start_max_net_pins: 45
  grtUsageMet3: 0.188
  grt_pass1_wl_um: 283000
  met1_usage: 0.509
  grt_pass1_vias: 40600
placed_design:
  place_inst: 6606
  place_congestion: 1.10
  port_buffers: 164
  post-dp-hpwl_um: 154000
cells_and_area:
  flop_area_um2: 0
  drive_gt1_frac: 0.0530
  num-clock-buffers: 0
  fillerInstances: 10400
  stdcell_count: 6611
  design.seq.count: 0
  syn_to_final_growth_pct: 7.91
clocking:
  cts_setup_buffers: 0
  postCtsHoldBufs: 0
  ctsResizeCount: 0
power_and_ir_drop:
  powerDensity_nw_per_um2: 329
  vdd_drop_max_v: 0.00129
  p_sw_mw: 9.41
  p_sw_frac: 0.634
  p_int_mw: 5.43
  leakage_nw: 22.1
flow_run:
  warnings: 96
  max_cap_violations: 0
cells by family after synthesis:
group,after synthesis,synth area share
compound gates,789,0.127
xor+xnor,86,0.0180
fa+ha+maj,1257,0.538
buf+inv,1325,0.122
mux,88,0.0269
simple gates,1688,0.167
per-stage QoR:
step / util / hold slack (ps) / area [um^2] / power, mW / setup slack (ps)
floorplan: - / 12110 / 41800 / 9.56 / 9920
global placement: 0.435 / 12850 / 45100 / 14.9 / 6990
detailed placement: 0.435 / 12860 / 45100 / 14.7 / 7120
CTS: 0.435 / 12860 / 45100 / 14.8 / 7050
global route: 0.436 / 12910 / 45100 / 16.3 / 6530
finish: 0.436 / 12870 / 45100 / 14.8 / 6960
worst min-delay path by stage:
| stage | startpoint | to | slack (ps) | depth (start not counted) |
|---|---|---|---|---|
| final | op[0] | r3[0] | 12870 | 5 |
| after global routing | op[0] | r3[0] | 12910 | 5 |
| after CTS | op[0] | r3[0] | 12860 | 5 |
metal layers:
layer | vias up | wire length (um)
li1 | 16400 | -
met1 | 19200 | 69500
met2 | 2406 | 82800
met3 | 609 | 26400
met5 | - | 201
met4 | 22 | 14100
critical path, delay by kind of cell:
kind | cells | cell delay [ps]
and+or+nand+nor | 5 | 1080
adders and majority gates | 9 | 4310
AOI/OAI and AO/OA | 6 | 2730
buffers and inverters | 6 | 2660
cell type report:
| class | count | area [um^2] | share of cell area |
|---|---|---|---|
| well taps | 1380 | 1730 | 0.0383 |
| inverters | 972 | 3650 | 0.0809 |
| multi-input cells | 3908 | 36700 | 0.814 |
| diodes | 5 | 12.5 | 0.000278 |
| repair buffers | 346 | 2990 | 0.0662 |
cell usage in the layout (no fill, tap or decap), types with 42 or more instances in the layout:
master	netlist	layout
clkdlybuf4s50_1	0	159
o21ai_0	135	135
inv_1	952	950
xnor2_1	64	64
mux2i_1	56	56
buf_4	7	183
nand3_1	47	46
fa_1	898	898
a211oi_1	42	42
nor2_1	700	700
nand2_1	719	719
nor3_1	47	44
a21oi_1	212	212
ha_1	359	359
a21o_1	47	47
Power is estimated from default activity; no workload was simulated.
