==> design/flow/design.v <==
`timescale 1ns / 1ps
module instruction_decode(instruction, type, op, fp_op, rs, rt, rd, shamt, imm, address, r0, f0, f1, f2);
   input [31:0] instruction;
   output [1:0] type;    
   output [4:0] op;      
   output [3:0] fp_op;
   output [4:0] rs, rt, rd;
   output [9:0] shamt;
   output [15:0] imm;
   output [28:0] address;
   output [4:0] r0;
   output [4:0] f0, f1, f2;
   assign type = instruction[31:30];
   assign op = (type == 2'd2) ? {4'd0,instruction[29]} : (type == 2'd3) ? {1'b0, instruction[29:26]} : instruction[29:25];
   assign rs = (type == 2'd0 || type == 2'd1) ? instruction[24:20] : 5'd0;
   assign rt = (type == 2'd0 || type == 2'd1) ? instruction[19:15] : 5'd0;
   assign rd = (type == 2'd0) ? instruction[14:10] : 5'd0;
   assign shamt = (type == 2'd0) ? instruction[9:0] : 5'd0;
   assign imm = (type == 2'd1) ? instruction[14:0] : 15'd0;
   assign address = (type == 2'd2) ? instruction[28:0] : 29'd0;
   assign fp_op = (type == 2'd3) ? instruction[29:26] : 4'd0;
   assign r0 = (type == 2'd3) ? instruction[25:21] : 5'd0;
   assign f0 = (type == 2'd3) ? instruction[20:16] : 5'd0;
   assign f1 = (type == 2'd3) ? instruction[15:11] : 5'd0;
   assign f2 = (type == 2'd3) ? instruction[10:6] : 5'd0;
endmodule
==> design/flow/run.sh <==
#!/bin/bash
# OpenROAD 26Q1-2900-gdf79404cd8, Yosys 0.63+post, stock flow scripts
make -C /OpenROAD-flow-scripts/flow DESIGN_CONFIG=/design/flow/config.mk WORK_HOME=/design/flow/orfs finish
==> design/flow/config.mk <==
export PLATFORM = sky130hd
export DESIGN_NAME = instruction_decode
export DESIGN_NICKNAME = instruction_decode
export VERILOG_FILES = /design/flow/design.v
export SDC_FILE = /design/flow/constraint.sdc
export NUM_CORES = 4
export LEC_CHECK = 1
export CORE_AREA = 10 10 72 72
export DIE_AREA = 0 0 82 82
==> design/flow/constraint.sdc <==
current_design instruction_decode

set clk_period 2.0
set clk_io_pct 0.2

create_clock -name clk0 -period $clk_period

set non_clock_inputs [all_inputs -no_clocks]
set_input_delay [expr $clk_period * $clk_io_pct] -clock clk0 $non_clock_inputs
set_output_delay [expr $clk_period * $clk_io_pct] -clock clk0 [all_outputs]
==> Slide: Implementation Results <==
Key Metrics from the Run

Floorplanning
  • Core Footprint: between 0.003 and 0.004 sq mm
  • Row count: 22
  • Initial core utilization: roughly a fifth
  • Die x size: approximately 82 um
  • Die height: around 80 um
  • IO Pins: about 130
  • DIE AREA: roughly 0.0067 sq mm

Final timing
  • Final hold viol count: 0
  • Final Max Slew Viols: 0
  • Setup TNS: 0 ns
  • Final Cycle Share: between 90 and 100%
  • # setup viols final: 0
  • Fmax: just over 0.5 GHz
  • Final worst slack: between 0.05 and 0.06 ns
  • RSZ-0062 raised after global routing: true
  • Period minus WS final: slightly below 2 ns
  • Hold slack: roughly 1.3 ns

Worst hold path
  • Worst min path class: primary input to output pin

Setup path
  • Crit Path Max Fanout: 4
  • CP Launch Point: instruction[13]
  • Critical Path Sink Type: output pin
  • Setup CP Type: primary input to output pin
  • Data required, critical path: about 1.6 ns
  • CP arrival: approximately 1.5 ns
  • Critical path capture point: f1[2]
  • Critical Path Start Type: primary input

Logic synthesis
  • Synthesized area: 738 sq um
  • Synth cell count leaders: and2_1 (59), and3_1 (24), nor2b_1 (11)
  • Top cells by area: and2_1 (50%), and3_1 (20%), nor2b_1 (9.3%)
  • Synth Seq Share: 0%
  • Yosys warning count: 0
  • # Cells Yosys: between 100 and 150
  • Mapped Cells: approximately 120
  • Yosys top cell by area: and2_1
  • Top-count cell post-synth: and2_1
  • Top-area cell share: about half
  • Count of different cell masters after synthesis: 16
  • Area figure in the yosys stat output: ~740 sq um
  • Mean Syn Cell Area: about 6.2 sq um

Drt
  • DR WL/cell: 15.9 um
  • # diodes: 0
  • Vias post-DR: roughly 1,300
  • Vias per Instance: around 4.2
  • Met3 Routed Length: 854 um
  • Length of the first detailed-routing pass in iterations: 2
  • DRT iter0 DRCs: 5
  • Met2 WL: 2040 um
  • Routed Antenna Nets: 0
  • Residual DRC count: 0
  • Max Used Layer: met4
  • Met1 WL: around 1900 um
  • Final WL: around 4800 um

Clock tree
  • Post-CTS Hold Buffers: 0
  • Post-CTS setup buffers: 0

Layout
  • Filler cell count: roughly 320
  • Register area: 0 sq um
  • Clkbuf count: 0
  • Registers: 0
  • Area Overhead vs Synth: 205%
  • Layout cell share with drive strength beyond 1: between 10% and 20%
  • Logic area: 678 sq um

Pwr
  • PD cells: about 160 mW/mm^2
  • Max IR drop VDD: approximately 0.096 mV
  • Static leakage: just over 1 nW

Global route
  • Congestion Overflow GR: 0
  • Gr usage total: 12.7%
  • Initial antenna violation count: 0
  • Largest net degree at the start of global routing: 16
  • Vias in the first global route: ~1,300
  • First-pass GRT wire length: a little under 7000 um

Placement
  • Post-DP HPWL: 4040 um
  • Pre-CTS setup slack: -0.480 ns
  • IO Port Bufs: 132
  • Final GP Congestion: about 0.80

Run status
  • Outcome: finished clean

Job
  • Tool warnings: 35
  • Max-cap violation count: 0
[cells by family after synthesis]
family,share of synthesized area [%]
buffers and inverters,11.2
multiplexers,1.36
AND/OR/NAND/NOR,83.2
AND-OR/OR-AND,3.73
other,0.508
[layout make-up]
type | count | share of cell area [%]
timing repair buffer | 150 | 67.1
tap | 48 | 2.67
inverter | 1 | 0.167
multi-input combinational | 104 | 30.1
[power breakdown]
part / leakage, nW / internal, W / total [W] / switching, W
Sequential: 0 / 0 / 0 / 0
Clock: 0 / 0 / 0 / 0
Combinational: 1.03 / 0.000262 / 0.000361 / 0.0000990
Total: 1.03 / 0.000262 / 0.000361 / 0.0000990
[per-stage QoR]
step / cells / utilization [%] / area (sq um) / total power [W]
CTS: 302 / 60.1 / 2220 / 0.000369
floorplan: 120 / - / 738 / 0.0000745
global route: 303 / 61.1 / 2250 / 0.000397
global placement: 300 / 59.4 / 2190 / 0.000360
finish: 303 / 61.1 / 2250 / 0.000361
detailed placement: 300 / 59.4 / 2190 / 0.000360
[layer usage]
metal  GRT usage (%)  vias up
met5               0        -
met1            15.0      524
li1                -      644
met3            6.17        2
met4           0.340        0
met2            21.5       93
[worst min-delay path by stage]
stage                           start      end  cells past startpoint
final                 instruction[29]    op[0]                      4
after CTS             instruction[30]  type[0]                      3
after global routing  instruction[29]    op[0]                      4
[cells in the final DEF, fill, tap and decap left out]
| cell type | synthesis | routed |
|---|---|---|
| buf_6 | 0 | 4 |
| and2_1 | 59 | 59 |
| buf_4 | 4 | 10 |
| nor2_1 | 1 | 1 |
| buf_2 | 3 | 3 |
| nor2b_4 | 0 | 1 |
| buf_12 | 0 | 3 |
| a21o_1 | 3 | 3 |
| clkdlybuf4s50_1 | 0 | 120 |
| and3_4 | 0 | 3 |
| nor2b_1 | 11 | 11 |
| and3_1 | 24 | 21 |
| and2b_4 | 0 | 1 |
| mux2i_1 | 1 | 1 |
| dlymetal6s2s_1 | 0 | 7 |
| dlygate4sd2_1 | 0 | 3 |
| a21oi_1 | 1 | 1 |
| conb_1 | 1 | 1 |
| inv_1 | 1 | 1 |
| nor2_2 | 1 | 1 |
[repair_timing]
item / CTS / global route
setup endpoints to repair: 100 / 15
pin swaps: 1 / 0
gates resized: 20 / 10
cloned: 2 / 1
[critical path: stages]
cell and delay [ns]:
clkdlybuf4s50_1 0.51, and3_1 0.16, clkdlybuf4s50_1 0.48
Power is estimated from default activity; no workload was simulated.
